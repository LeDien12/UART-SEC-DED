===== /design/flow/design.v =====
module bit_joiner #(
  parameter LOW_WIDTH  = 4,
  parameter HIGH_WIDTH = 4
) (
  input  wire [LOW_WIDTH-1:0]  low_bits,
  input  wire [HIGH_WIDTH-1:0] high_bits,
  input  wire                  low_ok,
  input  wire                  high_ok,
  output wire 						 join_ok,
  output wire [LOW_WIDTH+HIGH_WIDTH-1:0] data_out
);
assign data_out = (low_ok && high_ok) ? {high_bits, low_bits} : {LOW_WIDTH+HIGH_WIDTH{1'b0}};
assign join_ok = low_ok & high_ok;
endmodule
module hamming84_decoder(
    input  wire [7:0] code_in,         
    output reg  [3:0] data_out,        
    output reg        error_corrected, 
    output reg        double_error     
);
  wire s0 = code_in[0] ^ code_in[2] ^ code_in[4] ^ code_in[6];   
  wire s1 = code_in[1] ^ code_in[2] ^ code_in[5] ^ code_in[6];   
  wire s2 = code_in[3] ^ code_in[4] ^ code_in[5] ^ code_in[6];   
  wire [2:0] syndrome = {s2, s1, s0};   
  wire overall_parity = ^code_in;       
  wire two_bit_err = (syndrome != 3'b000) && (overall_parity == 1'b0);
  wire single_bit_err = overall_parity == 1'b1;
  reg [7:0] corrected;
  always @* begin
    corrected       = code_in;
    error_corrected = 1'b0;
    double_error    = 1'b0;
    if (two_bit_err) begin
      double_error = 1'b1;
    end
    else if (single_bit_err) begin
      if (syndrome != 3'b000) begin
        corrected[syndrome-1] = ~corrected[syndrome-1];
      end else begin
        corrected[7] = ~corrected[7];
      end
      error_corrected = 1'b1;
    end
    data_out = { corrected[6],   
                 corrected[5],   
                 corrected[4],   
                 corrected[2]    
               };
  end
endmodule
module uart_fifo #(
  parameter DATA_SIZE   = 8,
            SIZE_FIFO   = 16,
            ADDR_WIDTH  = $clog2(SIZE_FIFO)
  )  (
  input                             clk, s_tick,
  input                             reset_n, 
  input  [DATA_SIZE - 1 : 0]        w_data,
  input                             wr,
  input                             rd,
  output  [DATA_SIZE - 1 : 0]       r_data,
  output wire                       full,
  output wire                       empty     
);
reg [DATA_SIZE - 1 : 0]   fifo [SIZE_FIFO - 1 : 0];
reg [ADDR_WIDTH -1:0] w_ptr_reg, w_ptr_next, w_ptr_succ;
reg [ADDR_WIDTH -1:0] r_ptr_reg, r_ptr_next, r_ptr_succ;
reg full_reg, full_next;
reg empty_reg, empty_next;
wire wr_en;
always @(posedge clk or negedge reset_n) begin
  if (~reset_n) begin
    w_ptr_reg <= 0;
    r_ptr_reg <= 0;
    full_reg <= 0;
    empty_reg <= 1;
  end
  else if (s_tick) begin
    if (wr_en) fifo[w_ptr_reg] <= w_data;
    w_ptr_reg <= w_ptr_next;
    r_ptr_reg <= r_ptr_next;
    full_reg <= full_next;
    empty_reg <= empty_next;
  end  
end
assign wr_en = wr & ~full_reg;  
assign full = full_reg;
assign empty = empty_reg;
assign r_data = fifo[r_ptr_reg];
always @(*) begin
  w_ptr_succ = w_ptr_reg + 1'b1;
  r_ptr_succ = r_ptr_reg + 1'b1;
  w_ptr_next = w_ptr_reg;
  r_ptr_next = r_ptr_reg;
  full_next = full_reg;
  empty_next = empty_reg;
  case ({wr, rd}) 
    2'b01: begin  
      if (~empty_reg) begin
        r_ptr_next = r_ptr_succ;
        full_next = 0;
        if (r_ptr_succ == w_ptr_reg) empty_next = 1;
      end
    end
    2'b10: begin  
      if (~full_reg) begin
        w_ptr_next = w_ptr_succ;
        empty_next = 0;
        if (w_ptr_succ == r_ptr_reg) full_next = 1;
      end
    end
    2'b11: begin  
      w_ptr_next = w_ptr_succ;
      r_ptr_next = r_ptr_succ;
    end
  endcase
end
endmodule 
module uart_fifo_out #(
  parameter DATA_SIZE   = 10,
            SIZE_FIFO   = 16,
            ADDR_WIDTH  = $clog2(SIZE_FIFO)
  )  (
  input                             clk, s_tick,
  input                             reset_n, 
  input  [DATA_SIZE - 1 : 0]        w_data,
  input                             wr,
  input                             rd,
  output  [DATA_SIZE - 1 : 0]       r_data,
  output wire                       full,
  output wire                       empty     
);
reg [DATA_SIZE - 1 : 0]   fifo [SIZE_FIFO - 1 : 0];
reg [ADDR_WIDTH -1:0] w_ptr_reg, w_ptr_next, w_ptr_succ;
reg [ADDR_WIDTH -1:0] r_ptr_reg, r_ptr_next, r_ptr_succ;
reg full_reg, full_next;
reg empty_reg, empty_next;
wire wr_en;
always @(posedge clk or negedge reset_n) begin
  if (~reset_n) begin
    w_ptr_reg <= 0;
    r_ptr_reg <= 0;
    full_reg <= 0;
    empty_reg <= 1;
  end
  else if (s_tick) begin
    if (wr_en) fifo[w_ptr_reg] <= w_data;
    w_ptr_reg <= w_ptr_next;
    r_ptr_reg <= r_ptr_next;
    full_reg <= full_next;
    empty_reg <= empty_next;
  end  
end
assign wr_en = wr & ~full_reg;  
assign full = full_reg;
assign empty = empty_reg;
assign r_data = fifo[r_ptr_reg];
always @(*) begin
  w_ptr_succ = w_ptr_reg + 1'b1;
  r_ptr_succ = r_ptr_reg + 1'b1;
  w_ptr_next = w_ptr_reg;
  r_ptr_next = r_ptr_reg;
  full_next = full_reg;
  empty_next = empty_reg;
  case ({wr, rd}) 
    2'b01: begin  
      if (~empty_reg) begin
        r_ptr_next = r_ptr_succ;
        full_next = 0;
        if (r_ptr_succ == w_ptr_reg) empty_next = 1;
      end
    end
    2'b10: begin  
      if (~full_reg) begin
        w_ptr_next = w_ptr_succ;
        empty_next = 0;
        if (w_ptr_succ == r_ptr_reg) full_next = 1;
      end
    end
    2'b11: begin  
      w_ptr_next = w_ptr_succ;
      r_ptr_next = r_ptr_succ;
    end
  endcase
end
endmodule 
module uart_re#(
  parameter DATA_SIZE       = 8,
            SIZE_FIFO       = 16,
            BIT_COUNT_SIZE  = $clog2(DATA_SIZE+1),
            SYS_FREQ        = 50000000,
            BAUD_RATE       = 115200, 
            CLOCK           = SYS_FREQ/BAUD_RATE,
            SAMPLE          = 16,
            BAUD_DVSR       = SYS_FREQ/(SAMPLE*BAUD_RATE)
  )  (
  input                       clk               ,
  input                       reset_n           ,
  input                       rx                ,
  input								read_en,
  output      [7:0]           out_rx             ,
  output		reg  [7:0]				real_output,
  output      [2:0]           RX_status_register,
  output      [7:0]           rx_data_out,
  output      [3:0]           sub_low_de1,
  output      [3:0]           sub_high_de1,
  output 	  [7:0]           mstate,
  output 	[9:0]				dout,
  output   wire double_error,
  output   wire error_corrected,
  output      h_ok,
  output 	  l_ok,
  output			join_ok,
  output			s_tick,
  output			wait_request,
  output reg wait_req,
	output reg read_latch
);
wire [DATA_SIZE-1:0] bus_data_out;
wire                 rx_done;
wire                 rx_full;
wire                 rx_empty;
reg                  fifo_rx_rd;
reg [7:0] real_output_reg;
wire double_error_l, double_error_h,  error_corrected_l, error_corrected_h;
reg  [7:0]	         bus_data_out_high;
reg  [7:0]	         bus_data_out_low;
wire  [3:0]           sub_low_de;
wire  [3:0]           sub_high_de;
assign sub_low_de1 = sub_low_de;
assign sub_high_de1 = sub_high_de;
reg  [1:0]           state;
reg low_ok;
reg high_ok;
assign h_ok = high_ok;
assign l_ok = low_ok;
assign double_error = double_error_h || double_error_l;
assign error_corrected = error_corrected_h||error_corrected_l;
assign outrx = out_rx;
assign RX_status_register = {rx_done, rx_empty, rx_full};
wire [9:0] data_in_fifo;
reg condition;
uart_sampling_tick #(
  .SYS_FREQ   (SYS_FREQ),
  .BAUD_RATE  (BAUD_RATE),
  .CLOCK      (CLOCK),
  .SAMPLE     (SAMPLE),
  .BAUD_DVSR  (BAUD_DVSR)
) uart_sampling_tick_inst (
  .clk      (clk),
  .reset_n  (reset_n),
  .s_tick   (s_tick)
);
uart_rx #(
  .DATA_SIZE (DATA_SIZE)
) uart_rx_inst (
  .clk          (clk),
  .s_tick       (s_tick),
  .reset_n      (reset_n),
  .rx_start     (~rx_full),
  .rx           (rx),
  .data_out     (rx_data_out),
  .rx_done_tick (rx_done)
);
uart_fifo #(
  .DATA_SIZE (DATA_SIZE),
  .SIZE_FIFO (SIZE_FIFO)
) uart_fifo_rx (
  .clk     (clk),
  .s_tick  (s_tick),
  .reset_n (reset_n),
  .w_data  (rx_data_out),
  .r_data  (bus_data_out),
  .wr      (rx_done),
  .rd      (fifo_rx_rd),
  .full    (rx_full),
  .empty   (rx_empty)
);
hamming84_decoder rx_high (
  .code_in  (bus_data_out_high),
  .data_out (sub_high_de),
  .error_corrected (error_corrected_h),
  .double_error (double_error_h)
);
hamming84_decoder rx_low (
  .code_in  (bus_data_out_low),
  .data_out (sub_low_de),
  .error_corrected (error_corrected_l),
  .double_error (double_error_l)
);
bit_joiner join_rx (
  .high_ok	 (high_ok),
  .low_ok	 (low_ok),
  .low_bits  (sub_low_de),
  .high_bits (sub_high_de),
  .data_out  (out_rx),
  .join_ok (join_ok)
);
uart_fifo_out #(
  .DATA_SIZE (10),
  .SIZE_FIFO (SIZE_FIFO)
) uart_fifo_out (
  .clk     (clk),
  .s_tick  (s_tick),
  .reset_n (reset_n),
  .w_data  (data_in_fifo),
  .r_data  (dout),
  .wr      (join_ok),
  .rd      (wait_req),
  .full    (),
  .empty   ()
);
always @(posedge clk or negedge reset_n) begin
  if (!reset_n) 
	  begin
		 fifo_rx_rd    <= 0;
		 state         <= 4;
		 wait_req 		<= 0;
		 read_latch <= 0;
	  end 
  else
	  begin
			if (read_en)
				read_latch <= 1;
				wait_req <= read_latch;	
		  if(s_tick)  
			begin
				read_latch <= 0;
				 fifo_rx_rd <= 0;
				 if (join_ok) 
					 begin 
						 low_ok<=0;high_ok<=0; state <= 0; 
						 bus_data_out_low<=0;
						 bus_data_out_high<=0;
					 end
				 case (state)
					0: begin
					  if (!rx_empty) 
						  begin
							 fifo_rx_rd     <= 1;
							 bus_data_out_low <= bus_data_out;
							 low_ok <=1;
							 state          <= 1;
						  end
						end
					1: begin
					 if(rx_done) 
						 begin 
							state      <= 2;
						 end
						end
					2: begin
					  if (!rx_empty) 
						  begin
								fifo_rx_rd     <= 1;
								bus_data_out_high <= bus_data_out;
								high_ok <=1;
								state          <= 3;
						  end
					end
					3: begin
							state       <= 4;  
						end
				 endcase
			  end
		end
end
assign mstate = state;
	assign wait_request = (read_en && wait_req);
	assign data_in_fifo = {double_error,error_corrected,out_rx};
endmodule
module uart_rx #(
  parameter DATA_SIZE       = 8,
            BIT_COUNT_SIZE  = $clog2(DATA_SIZE)
  )  (
  input                         clk, s_tick,  
  input                         reset_n, 
  input                         rx,
  input                         rx_start,
  output [DATA_SIZE- 1:0]       data_out,
  output wire                   rx_done_tick       
);
reg [DATA_SIZE-1:0]         RX_shift_reg, RX_shift_next;
reg [BIT_COUNT_SIZE:0]      bit_count;
reg [3:0]                   sample_count;
wire [BIT_COUNT_SIZE:0]     bit_count_next;
wire [3:0]                  sample_count_next;
reg                       load_RX_shift_reg;
reg                       inc_bit_count;
reg                       clr_bit_count;
reg                       inc_sample_count;
reg                       clr_sample_count;
reg                       shift;
reg                       rx_done;
reg [1:0]                 state, next_state;
assign rx_done_tick = rx_done;
localparam [1:0] 
  IDLE      = 2'b00,
  START     = 2'b01,
  DATA      = 2'b10,
  STOP      = 2'b11;
always @(posedge clk or negedge reset_n) begin 
  if(~reset_n) begin
    state <= IDLE;
  end
  else if (s_tick) begin
    state <= next_state;
  end
end
always @(posedge clk or negedge reset_n) begin
  if (~reset_n) begin
    bit_count <= 0;
    sample_count <= 0;
    RX_shift_reg <= 0;
  end
  else if (s_tick) begin
    bit_count <= bit_count_next;
    sample_count <= sample_count_next;
    RX_shift_reg <= RX_shift_next;
  end
end
assign bit_count_next = (clr_bit_count) ? 0 : (inc_bit_count) ? bit_count + 1'b1 : bit_count;
assign sample_count_next = (clr_sample_count) ? 0 : (inc_sample_count) ? sample_count + 1'b1 : sample_count;
always @* begin
  if (load_RX_shift_reg) begin
    RX_shift_next = RX_shift_reg; 
  end
  else if (shift) begin
    RX_shift_next = {rx,RX_shift_reg[DATA_SIZE-1: 1]};
  end
  else begin
    RX_shift_next = RX_shift_reg;
  end
end
assign data_out = RX_shift_reg;  
always @* begin 
  inc_sample_count    = 0;
  clr_sample_count    = 0;
  inc_bit_count       = 0;
  clr_bit_count       = 0;
  load_RX_shift_reg   = 0;
  shift               = 0;
  rx_done             = 0;
  case (state)
    IDLE: begin
      if (~rx_start) begin
        next_state        = IDLE;
      end
      else begin
        if (rx == 1'b0) begin
          next_state      = START;
        end
        else begin
          next_state      = IDLE;
        end
      end
    end
    START: begin
      if (rx == 1'b1) begin  
        clr_sample_count  = 1'b1;
        next_state        = IDLE;
      end
      else begin
        if (sample_count == 4'd7) begin
          clr_sample_count= 1'b1;
          next_state      = DATA;
        end
        else begin
          inc_sample_count = 1;
          next_state      = START;
        end
      end
    end
    DATA: begin
      if (sample_count == 4'd15) begin
        if (bit_count == 4'd8) begin 
            clr_sample_count  = 1'b1;
            clr_bit_count     = 1'b1;
            next_state  = STOP;
        end
        else begin
            shift           = 1;
            inc_bit_count   = 1;
            clr_sample_count= 1;
            next_state      = DATA;
        end
      end
      else begin
        inc_sample_count    = 1;
        next_state        = DATA;
      end
    end
    STOP: begin
      if (sample_count == 4'd15) begin
        clr_sample_count = 1;
        rx_done = 1;
        next_state = IDLE;
      end
      else begin
        inc_sample_count = 1;
        next_state = STOP;
      end
    end
    default : next_state  = IDLE;
  endcase
end
assign rx_done_tick = rx_done;  
endmodule 
module uart_sampling_tick #(
    parameter SYS_FREQ  = 50000000,
    parameter BAUD_RATE = 921600,
    parameter CLOCK     = SYS_FREQ/BAUD_RATE,
    parameter SAMPLE    = 32,
	 parameter BAUD_DVSR = (SYS_FREQ * 2 + SAMPLE * BAUD_RATE) / (2 * SAMPLE * BAUD_RATE)
) (
    input wire      clk, reset_n,
    output wire     s_tick
);
    parameter N = $clog2(BAUD_DVSR);
    reg [N-1:0] cnt_reg;
    wire [N-1:0] cnt_next;
    always @(posedge clk or negedge reset_n) begin
        if (~reset_n) begin
            cnt_reg<=0;
        end
        else cnt_reg <= cnt_next;
    end
    assign cnt_next = (cnt_reg == (BAUD_DVSR-1)) ? 0 : (cnt_reg + 1);
    assign s_tick = (cnt_reg == (BAUD_DVSR-1)) ? 1'b1 : 1'b0;
endmodule

===== /design/flow/run.sh =====
#!/bin/bash
# OpenROAD 26Q1-2900-gdf79404cd8, Yosys 0.63+post, stock flow scripts
make -C /OpenROAD-flow-scripts/flow DESIGN_CONFIG=/design/flow/config.mk WORK_HOME=/design/flow/orfs finish

===== /design/flow/config.mk =====
export PLATFORM = sky130hd
export DESIGN_NAME = uart_re
export DESIGN_NICKNAME = uart_re
export VERILOG_FILES = /design/flow/design.v
export SDC_FILE = /design/flow/constraint.sdc
export NUM_CORES = 4
export LEC_CHECK = 1
export CORE_UTILIZATION = 30

===== /design/flow/constraint.sdc =====
current_design uart_re

set clk_period 5.4
set clk_io_pct 0.2

create_clock -name clk0 -period $clk_period [get_ports {clk}]

set non_clock_inputs [all_inputs -no_clocks]
set_input_delay [expr $clk_period * $clk_io_pct] -clock clk0 $non_clock_inputs
set_output_delay [expr $clk_period * $clk_io_pct] -clock clk0 [all_outputs]

==> flow_metrics.env <==
# flow metrics
export IMPL_io_buffers=51
export IMPL_p_clk_share_pct=48.3
export IMPL_min_delay_start="read_latch"
export IMPL_yosysUniqueCellTypes=80
export IMPL_fp_dieW_um=232
export IMPL_power_frac_seq_pct=51.4
export IMPL_critPathCaptureType="primary output"
export IMPL_yosys_stat_cells=1149
export IMPL_rr_endpoint="uart_fifo_out.fifo[15][2]"
export IMPL_edf_count=306
export IMPL_r2r_slack_ps=1550
export IMPL_largest_area_cell="edfxtp_1"
export IMPL_swShare_pct=19.1
export IMPL_num_io_pins=66
export IMPL_top_cell_area_share_pct=57.9
export IMPL_switchingPower_mw=1.10
export IMPL_clock_root_buffer="clkbuf_16"
export IMPL_rsz0062_at_grt="no"
export IMPL_ir_drop_uv=165
export IMPL_largest_reg_flops=160
export IMPL_yosysWarnings=17
export IMPL_ys_seq_share_pct=65.8
export IMPL_vias_per_cell=5.11
export IMPL_critPathTopFamily="buffers and inverters"
export IMPL_p_leak_nw=6.91
export IMPL_dr_first_iter_drc_count=722
export IMPL_first_global_vias=10100
export IMPL_cpPeakStageDelay_ps=500
export IMPL_status="finished clean"
export IMPL_clock_fmax_mhz=196
export IMPL_dp_hpwl_um=24000
export IMPL_synthesis_area_um2=15900
export IMPL_dr_total_vias=9984
export IMPL_fp_util_pct=30.6
export IMPL_slew_headroom_pct=44.8
export IMPL_power_frac_comb_pct=0.2
export IMPL_hold_buffers=0
export IMPL_synthTopCellsByCount="edfxtp_1 (306), nand2_1 (78), nor2_1 (64)"
export IMPL_critPathBufInv=3
export IMPL_dp_cells=1877
export IMPL_overflow=0
export IMPL_start_kind="register"
export IMPL_regMostFlops="uart_fifo_out.fifo"
export IMPL_clk_pin_slew_ps=60
export IMPL_fin_crit_sh_pct=94.4
export IMPL_slew_violations=0
export IMPL_comb_area_um2=5020
export IMPL_r2r_cells=10
export IMPL_top_regs="uart_fifo_out.fifo (160), uart_fifo_rx.fifo (128)"
export IMPL_rows=83
export IMPL_synthCells=1149
export IMPL_required_ps=4320
export IMPL_fin_cells=1955
export IMPL_layout_area_overhead_vs_synth_pct=18.5
export IMPL_maxCapViolations=0
export IMPL_timing_rr_start="uart_sampling_tick_inst.cnt_reg[0]"
export IMPL_ff_latch_area_um2=10400
export IMPL_synth_async_reset_ratio_pct=14.0
export IMPL_tightest_slew_ps=825
export IMPL_synth_flops=356
export IMPL_die_area_um2=53800
export IMPL_die_h_um=232
export IMPL_finClkSkew_ps=16.2
export IMPL_critPathArrivalTime_ps=4020
export IMPL_critical_path_class="register to primary output"
export IMPL_htreeDepth=2
export IMPL_antenna_found_initial=1
export IMPL_gr_usage_all_layers_pct=15.4
export IMPL_cts_buffers=40
export IMPL_antenna_cells=0
export IMPL_intPower_mw=4.65
export IMPL_warnings=47
export IMPL_finalSetupTns_ps=0
export IMPL_dpl_instance_area_um2=17400
export IMPL_wl_um=38400
export IMPL_fillers=4769
export IMPL_grt_max_degree=52
export IMPL_fin_total_pwr_mw=5.75
export IMPL_synthMostInstantiatedCell="edfxtp_1"
export IMPL_setup_viol=0
export IMPL_hold_path_depth=0
export IMPL_grt_pass1_wl_um=59600
export IMPL_path_max_fanout=17
export IMPL_ys_top_cells_by_area="edfxtp_1 (58%), dfrtp_1 (7.4%), ha_1 (2.4%), mux2_2 (2.4%), xnor2_1 (1.9%)"
export IMPL_dr_pass1_iters=5
export IMPL_ys_area_um2=15900
export IMPL_min_period_ps=5100
export IMPL_cts_max_path_buffers=3
export IMPL_cts_tree="done"
export IMPL_cts_sinks=356
export IMPL_cp_cell_sequence="xnor2_1, xnor2_2, inv_1, ha_1, or2_2, a2111o_1, or3_1, o31ai_2, buf_4, clkdlybuf4s50_1"
export IMPL_fin_area_um2=18800
export IMPL_cp_slowest_cell="edfxtp_1"
export IMPL_core_um2=51800
export IMPL_hp_class="register to register"
export IMPL_drc=0
export IMPL_clk_latency_ps=540
export IMPL_gp_congestion=0.864
export IMPL_routedWlPerCell_um=19.7
export IMPL_drive_above_1_share_pct=15.1
export IMPL_synth_area_per_cell_um2=13.8
export IMPL_ant_nets=0
export IMPL_holdPathEnd="wait_req"
export IMPL_ff_type="edfxtp_1"
export IMPL_final_hold_violation_count=0
export IMPL_power_density_nw_per_um2=305
## area by class of cell
type | count | area share [%]
inverter | 37 | 0.738
multi-input combinational | 691 | 26.7
tap | 680 | 4.52
sequential | 356 | 55.5
timing repair buffer | 119 | 5.40
clock buffer | 48 | 5.65
clock inverter | 24 | 1.50
## metrics by stage
stage / util [%] / setup WS [ps] / hold WS, ps
2_1_floorplan: - / 885 / 355
3_3_place_gp: 33.6 / 596 / 394
3_5_place_dp: 33.6 / 575 / 395
4_1_cts: 36.2 / 79.0 / 412
5_1_grt: 36.3 / 71.8 / 423
6_report: 36.3 / 303 / 405
## worst register-to-register path: stages (launching register included)
cell,delay (ps)
dfrtp_1,410
inv_1,80
ha_1,180
nand4b_1,420
inv_1,600
nand2_1,320
inv_1,110
buf_4,280
nand3_1,180
nor2_1,660
buf_4,310
## worst max-delay path by stage
stage / from / cells after the start / to
after CTS: bus_data_out_high[4] / 9 / out_rx[4]
after global routing: bus_data_out_high[5] / 10 / out_rx[4]
final: bus_data_out_high[5] / 10 / out_rx[4]
## cell families (layout without fill, tap and decap cells)
logic type	Yosys count	in the layout	share of synthesized area [%]
flip-flops	356	356	65.8
AND-OR/OR-AND	264	264	12.3
AND/OR/NAND/NOR	264	264	7.94
buffers and inverters	115	228	3.21
XOR/XNOR	62	62	4.24
multiplexers	52	52	3.78
adder cells (fa/ha/maj)	35	35	2.70
other	1	14	0.0236
## placed cells by master (no fill, tap or decap), types with 34 or more instances in the layout
| master | netlist | layout |
|---|---|---|
| nand2_1 | 78 | 78 |
| o21ai_0 | 47 | 47 |
| xnor2_1 | 35 | 34 |
| nand3_1 | 36 | 36 |
| edfxtp_1 | 306 | 306 |
| dfrtp_1 | 47 | 46 |
| buf_4 | 18 | 68 |
| nor2_1 | 64 | 64 |
| clkbuf_16 | 0 | 41 |
| clkdlybuf4s50_1 | 0 | 50 |
| mux2_2 | 34 | 34 |
## routing by layer
| metal | global-route usage (%) | share of wire, % | routed length [um] |
|---|---|---|---|
| met5 | 0.643 | 0.16 | 60 |
| met4 | 3.23 | 2.2 | 847 |
| met3 | 10.1 | 14 | 5330 |
| met2 | 21.9 | 44 | 16900 |
| met1 | 20.0 | 40 | 15300 |
## power by group through the flow
| stage | sequential (mW) | clock, mW | combinational, mW |
|---|---|---|---|
| CTS | 2.96 | 2.83 | 0.0154 |
| global route | 2.96 | 2.94 | 0.0173 |
| finish | 2.96 | 2.78 | 0.0143 |
## what timing repair did
action	4_1_cts	5_1_grt
resized	0	1
pin swaps	0	1
setup endpoints to repair	1	1
buffers inserted	2	4
No activity file was given, so power comes from the tool's default toggle rates.
