**./design.v**
```verilog
module fifo_8x8 (
    input  wire       clk,
    input  wire       rst_n,
    input  wire [9:0] din,
    input  wire       wr_en,  
    output wire       full,   
    output wire [9:0] dout,
    input  wire       rd_en,  
    output wire       empty
);
    reg [9:0] mem [7:0];
    reg [4:0] wptr, rptr;
    assign full  = (wptr == 8);
    assign empty = (wptr == rptr );
    reg [9:0] dout_reg;
    assign dout = dout_reg;
    always @(posedge clk ) begin
        if(!rst_n) begin
            wptr     <= 0;
            rptr     <= 0;
            dout_reg <= 10'h00;
        end else begin
            if(wr_en && !full) begin
                mem[wptr] <= din;
                wptr <= wptr + 1;
            end
            if(rd_en && !empty) begin
                dout_reg <= mem[rptr];
                rptr <= rptr + 1;
            end
				if(full && empty) begin
					 wptr     <= 0;
					 rptr     <= 0;
				end
        end
    end
endmodule
```
**./run.sh**
```bash
#!/bin/bash
# OpenROAD 26Q1-2900-gdf79404cd8, Yosys 0.63+post, stock flow scripts
make -C /OpenROAD-flow-scripts/flow DESIGN_CONFIG=/design/flow/config.mk WORK_HOME=/design/flow/orfs finish
```
**./config.mk**
```make
export PLATFORM = sky130hd
export DESIGN_NAME = fifo_8x8
export DESIGN_NICKNAME = fifo_8x8
export VERILOG_FILES = /design/flow/design.v
export SDC_FILE = /design/flow/constraint.sdc
export NUM_CORES = 4
export LEC_CHECK = 1
export CORE_UTILIZATION = 40
```
**./constraint.sdc**
```tcl
current_design fifo_8x8

set clk_period 3.8
set clk_io_pct 0.2

create_clock -name clk0 -period $clk_period [get_ports {clk}]

set non_clock_inputs [all_inputs -no_clocks]
set_input_delay [expr $clk_period * $clk_io_pct] -clock clk0 $non_clock_inputs
set_output_delay [expr $clk_period * $clk_io_pct] -clock clk0 [all_outputs]
```
==> summary.txt <==
run results: Pwr Density=462 nW/um2, mux frac, synth=12.5%, Chip Width=104 um, grt total ovfl=0, Iteration-0 DRC Markers=93, DRT met1 WL=3480 um, Synth flops=100, Max-cap violations=0, I/O Buffers=25, Final Max Slew Viols=0, Remaining DRCs=0, Top Ports=26, Placed Instances=428, Hold Vio Cnt, Final=0, CP Cell Sequence=xnor2_4, nand3_4, or2_1, inv_1, clkdlybuf4s50_1, drt first pass iters=4, TritonCTS Buffers=9, layout cells sized above 1=15.1%, Crit path max-delay family=flip-flops, unrepaired setup endpoints after global routing=false, NetSw=0.526 mW, hold path depth=2, Fin Setup TNS=0 ps, r2r startpoint=rptr[2]$_SDFFE_PP0P_, Final min period=3200 ps, Reg-to-Reg End=dout_reg[7]$_SDFFE_PN0P_, CP arrival=2440 ps, xor/xnor share=2.27%, most numerous logic cell after layout=edfxtp_1, Std-Cell Rows=36, synthesized area per cell=15.2 um2, maximum clock path buffer count=2, vias in the first global route=2398, Final GP Congestion=0.795, Reg area=2800 um2, H-tree Lvls=3, HPWL after DPL=5300 um, slowest stage delay, CP=870 ps, Top cells excl fill/tap=edfxtp_1, nand2_1, mux2i_1, DR vias=2348, Clock Skew=8.57 ps, r2r worst-path depth=5, Post-CTS Setup Inserts=0, adder share=0.896%, WL/cell=18.2 um, clk slew on worst S/H paths=100 ps, synth warn=1, CP Capture Type=primary output, r2r setup slk=1590 ps, Clock Sinks=100, Top non-seq family=multiplexers, die height=104 um, Post-Syn Instances=276, Hold Path Class=reg2reg, n_diodes=0, worst slew pin tran=828 ps, crit path kind=reg2out, Comb pwr share=13.4%, DRT Wirelength=8060 um, Syn-to-layout area delta=14.1%, Hold Crit Start=dout_reg[0]$_SDFFE_PN0P_, f_max=313 MHz, met3 routed WL=816 um, Slew headroom=44.7%, antenna violations before repair=0, CP Launch Type=flip-flop, slowest cell on the critical path=dfxtp_1, antenna-violating nets left=0, first-pass GRT wire length=13100 um, stage-log warning count=26, Chip Area, Yosys=4190 um2, Max rail drop VDD=0.000222 V, status=finished clean, TritonCTS clock tree=built, largest net degree at the start of global routing=36, Setup WS pre-CTS=951 ps, Seq share, synth=66.9%, critical path fanouts, max=17, Cell Count, Final, Fillers Out=444, Int Power=1.68 mW, die footprint=10900 um2, slack of the critical path=603 ps, clk ins delay skew pair=350 ps, yosys stat cell total=276, final setup violation count=0, All-Layer GR Usage=17.0%, Logic cell area=1250 um2, Final period util=84.1%, filler instances=835, Root Driver=clkbuf_8, Distinct lib cells used=36, number of flip-flops in the largest register=80, CTS resizes=0, Leak=1.54 nW, yosys simple share=8.84%, top layer in use=met4, fp util=42.1%, core area=9950 um2, met2 WL post-DR=3620 um, Mapped Area=4190 um2, hold buffers post-CTS=0, Sw Share=23.8%, Critical Path RT=3040 ps, Worst Hold End=dout_reg[0]$_SDFFE_PN0P_, Clock Power Share=30.6%, Flop pwr share=56.0%, critical path buffer and inverter count=2, area fraction in compound gates=5.35%, Via density=5.29
[how the worst max path moves through the flow]
stage                                start     to  depth (start not counted)
final                 rptr[2]$_SDFFE_PP0P_  empty                          5
after global routing  rptr[2]$_SDFFE_PP0P_  empty                          5
after CTS             rptr[2]$_SDFFE_PP0P_  empty                          5
[metal layers]
layer / up-vias / GRT usage [%]
met1: 1129 / 26.3
met5: - / 0
met2: 96 / 24.4
li1: 1113 / -
met4: 0 / 3.06
met3: 10 / 7.21
[power groups by stage]
stage	clock network [mW]	logic (mW)	registers, mW
after CTS	0.691	0.300	1.24
after global routing	0.735	0.324	1.24
final	0.676	0.295	1.24
[synthesized netlist by cell type (all sizes together)]
library cell | instances | area [um2]
dfxtp | 20 | 400
and3b | 1 | 8.76
nand4 | 4 | 25.0
o21ai | 2 | 10.0
and4b | 1 | 10.0
o2111ai | 10 | 87.6
mux2i | 30 | 300
nand4bb | 1 | 11.3
o22ai | 5 | 31.3
and3 | 1 | 6.26
inv | 4 | 15.0
o31ai | 8 | 85.1
edfxtp | 80 | 2400
xor2 | 2 | 17.5
buf | 11 | 91.3
nor3b | 2 | 15.0
nor2 | 8 | 30.0
or2 | 1 | 6.26
ha | 3 | 37.5
mux4 | 10 | 225
xnor2 | 5 | 77.6
nand2 | 41 | 154
nor3 | 7 | 35.0
a21oi | 2 | 10.0
clkbuf | 7 | 26.3
and2 | 2 | 12.5
nand3 | 5 | 37.5
nor2b | 3 | 18.8
[kinds of logic after synthesis]
logic type	Yosys count
muxes	40
xor gates and xnor gates	7
buffers and inverters	22
AOI/OAI and AO/OA	27
and+or+nand+nor	77
DFF	100
adders and majority gates	3
[worst reg2reg max path: cells and delay by family, from the launching register on]
kind,cells,cell delay [ps]
compound gates,1,450
xor+xnor,1,190
buf+inv,1,290
flops,1,870
mux,1,200
simple gates,1,140
[final cells by class]
cell class                 instances  area share [%]
clock buffer                      11            2.96
clock inverter                     5            1.26
inverter                           4           0.314
multi-input combinational        154            26.2
sequential                       100            58.7
tap                              133            3.48
timing repair buffer              37            7.12
[stage by stage]
step	power, mW	instance area [um2]	hold slack [ps]	util [%]
finish	2.21	4780	465	48.0
global route	2.30	4780	493	48.0
CTS	2.23	4780	468	48.0
detailed placement	1.56	4580	455	46.0
global placement	1.56	4580	450	46.0
floorplan	1.45	4190	424	-
No activity file was given, so power comes from the tool's default toggle rates.
