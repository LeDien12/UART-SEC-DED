### ./config.mk
export PLATFORM = sky130hd
export DESIGN_NAME = uart_protocol
export DESIGN_NICKNAME = uart_protocol
export VERILOG_FILES = /design/flow/design.v
export SDC_FILE = /design/flow/constraint.sdc
export NUM_CORES = 4
export LEC_CHECK = 1
export CORE_UTILIZATION = 30
### ./constraint.sdc
current_design uart_protocol

set clk_period 2.9
set clk_io_pct 0.2

create_clock -name clk0 -period $clk_period [get_ports {clk}]

set non_clock_inputs [all_inputs -no_clocks]
set_input_delay [expr $clk_period * $clk_io_pct] -clock clk0 $non_clock_inputs
set_output_delay [expr $clk_period * $clk_io_pct] -clock clk0 [all_outputs]
### ./design.v
module uart_fifo #(
  parameter DATA_SIZE   = 8,
            SIZE_FIFO   = 16,
            ADDR_WIDTH  = $clog2(SIZE_FIFO)
  )  (
  input                             clk, s_tick,
  input                             reset_n, 
  input  [DATA_SIZE - 1 : 0]        w_data,
  input                             wr,
  input                             rd,
  output  [DATA_SIZE - 1 : 0]       r_data,
  output wire                       full,
  output wire                       empty     
);
reg [DATA_SIZE - 1 : 0]   fifo [SIZE_FIFO - 1 : 0];
reg [ADDR_WIDTH -1:0] w_ptr_reg, w_ptr_next, w_ptr_succ;
reg [ADDR_WIDTH -1:0] r_ptr_reg, r_ptr_next, r_ptr_succ;
reg full_reg, full_next;
reg empty_reg, empty_next;
wire wr_en;
always @(posedge clk or negedge reset_n) begin
  if (~reset_n) begin
    w_ptr_reg <= 0;
    r_ptr_reg <= 0;
    full_reg <= 0;
    empty_reg <= 1;
  end
  else if (s_tick) begin
    if (wr_en) fifo[w_ptr_reg] <= w_data;
    w_ptr_reg <= w_ptr_next;
    r_ptr_reg <= r_ptr_next;
    full_reg <= full_next;
    empty_reg <= empty_next;
  end  
end
assign wr_en = wr & ~full_reg;  
assign full = full_reg;
assign empty = empty_reg;
assign r_data = fifo[r_ptr_reg];
always @(*) begin
  w_ptr_succ = w_ptr_reg + 1'b1;
  r_ptr_succ = r_ptr_reg + 1'b1;
  w_ptr_next = w_ptr_reg;
  r_ptr_next = r_ptr_reg;
  full_next = full_reg;
  empty_next = empty_reg;
  case ({wr, rd}) 
    2'b01: begin  
      if (~empty_reg) begin
        r_ptr_next = r_ptr_succ;
        full_next = 0;
        if (r_ptr_succ == w_ptr_reg) empty_next = 1;
      end
    end
    2'b10: begin  
      if (~full_reg) begin
        w_ptr_next = w_ptr_succ;
        empty_next = 0;
        if (w_ptr_succ == r_ptr_reg) full_next = 1;
      end
    end
    2'b11: begin  
      w_ptr_next = w_ptr_succ;
      r_ptr_next = r_ptr_succ;
    end
  endcase
end
endmodule 
module uart_protocol #(
  parameter DATA_SIZE       = 8,
            SIZE_FIFO       = 8,
            BIT_COUNT_SIZE  = $clog2(DATA_SIZE+1),
            SYS_FREQ        = 50000000,
            BAUD_RATE       = 921600,
            CLOCK           = SYS_FREQ/BAUD_RATE,
            SAMPLE          = 32,
            BAUD_DVSR       = SYS_FREQ/(SAMPLE*BAUD_RATE)
  )  (
  input                       clk               ,   
  input                       reset_n           ,   
  input                       rx    ,   
  output                      tx   ,   
  output  [            2 : 0] TX_status_register,
  output  [            2 : 0] RX_status_register,
  output [DATA_SIZE - 1 : 0] rx_data_out
);
wire                     s_tick    ;
wire [DATA_SIZE - 1 : 0] tx_data_in;
wire [DATA_SIZE - 1 : 0] bus_data_in;
wire [DATA_SIZE - 1 : 0] bus_data_out;
wire                     tx_start;
wire                     tx_done;
wire                     tx_full;
wire                     tx_empty;
wire                     rx_start;
wire                     rx_done;
wire                     rx_full;
wire                     rx_empty;
reg                       state, next_state;
reg                     fifo_tx_wr;
reg                     fifo_rx_rd;
localparam  
  IDLE      = 1'b0,
  ON        = 1'b1;
assign tx_start = ~tx_empty;  
assign rx_start = ~rx_full;  
assign bus_data_in = bus_data_out;
assign TX_status_register = {tx_done,tx_empty,tx_full};
assign RX_status_register = {rx_done,rx_empty,rx_full};
always @(posedge clk or negedge reset_n) begin 
  if (~reset_n) begin
    state <= IDLE;
  end
  else if (s_tick) state <= next_state;
end
always @* begin 
  fifo_rx_rd = 0;
  fifo_tx_wr = 0;
  case(state)
    IDLE: begin           
      if (~rx_empty & ~tx_full) begin      
        fifo_tx_wr = 1;
        next_state = ON;
      end
      else begin
        next_state = IDLE;
      end
    end
    ON: begin       
      if (rx_empty | tx_full) begin
        next_state = IDLE;
      end 
      else begin          
        fifo_rx_rd = 1;   
        next_state = ON;
      end
    end
  endcase
end
uart_sampling_tick #(
  .SYS_FREQ   (SYS_FREQ),
  .BAUD_RATE  (BAUD_RATE),
  .CLOCK      (CLOCK),
  .SAMPLE     (SAMPLE),
  .BAUD_DVSR  (BAUD_DVSR))
uart_sampling_tick (
  .clk       (clk       ),
  .reset_n   (reset_n   ),
  .s_tick     (s_tick     )
  );
uart_tx #(
  .DATA_SIZE (DATA_SIZE))
uart_tx(
  .clk              (clk          ),
  .s_tick           (s_tick       ),
  .reset_n          (reset_n        ),
  .tx_start         (tx_start     ),
  .data_in          (tx_data_in     ),
  .tx               (tx),
  .tx_done_tick     (tx_done        )
  );
uart_fifo #(
  .DATA_SIZE (DATA_SIZE),
  .SIZE_FIFO (SIZE_FIFO))
uart_fifo_tx (
  .clk      (clk         ),
  .s_tick   (s_tick      ),
  .reset_n  (reset_n     ),
  .w_data   (bus_data_in ),
  .r_data   (tx_data_in  ),
  .wr       (fifo_tx_wr  ),
  .rd       (tx_done     ),
  .full     (tx_full     ),
  .empty    (tx_empty    )
  );
uart_rx #(
  .DATA_SIZE (DATA_SIZE))
uart_rx (
  .clk              (clk),
  .s_tick           (s_tick),
  .reset_n          (reset_n),
  .rx_start         (rx_start),
  .rx               (rx),
  .data_out         (rx_data_out),
  .rx_done_tick     (rx_done)
  );
uart_fifo #(
  .DATA_SIZE (DATA_SIZE),
  .SIZE_FIFO (SIZE_FIFO))
uart_fifo_rx (
  .clk      (clk         ),
  .s_tick   (s_tick      ),
  .reset_n  (reset_n     ),
  .w_data   (rx_data_out ),
  .r_data   (bus_data_out  ),
  .wr       (rx_done  ),
  .rd       (fifo_rx_rd),
  .full     (rx_full     ),
  .empty    (rx_empty    )
  );
endmodule 
module uart_rx #(
  parameter DATA_SIZE       = 8,
            BIT_COUNT_SIZE  = $clog2(DATA_SIZE)
  )  (
  input                         clk, s_tick,  
  input                         reset_n, 
  input                         rx,
  input                         rx_start,
  output [DATA_SIZE- 1:0]       data_out,
  output wire                   rx_done_tick       
);
reg [DATA_SIZE-1:0]         RX_shift_reg, RX_shift_next;
reg [BIT_COUNT_SIZE:0]      bit_count;
reg [3:0]                   sample_count;
wire [BIT_COUNT_SIZE:0]     bit_count_next;
wire [3:0]                  sample_count_next;
reg                       load_RX_shift_reg;
reg                       inc_bit_count;
reg                       clr_bit_count;
reg                       inc_sample_count;
reg                       clr_sample_count;
reg                       shift;
reg                       rx_done;
reg [1:0]                 state, next_state;
assign rx_done_tick = rx_done;
localparam [1:0] 
  IDLE      = 2'b00,
  START     = 2'b01,
  DATA      = 2'b10,
  STOP      = 2'b11;
always @(posedge clk or negedge reset_n) begin 
  if(~reset_n) begin
    state <= IDLE;
  end
  else if (s_tick) begin
    state <= next_state;
  end
end
always @(posedge clk or negedge reset_n) begin
  if (~reset_n) begin
    bit_count <= 0;
    sample_count <= 0;
    RX_shift_reg <= 0;
  end
  else if (s_tick) begin
    bit_count <= bit_count_next;
    sample_count <= sample_count_next;
    RX_shift_reg <= RX_shift_next;
  end
end
assign bit_count_next = (clr_bit_count) ? 0 : (inc_bit_count) ? bit_count + 1'b1 : bit_count;
assign sample_count_next = (clr_sample_count) ? 0 : (inc_sample_count) ? sample_count + 1'b1 : sample_count;
always @* begin
  if (load_RX_shift_reg) begin
    RX_shift_next = RX_shift_reg; 
  end
  else if (shift) begin
    RX_shift_next = {rx,RX_shift_reg[DATA_SIZE-1: 1]};
  end
  else begin
    RX_shift_next = RX_shift_reg;
  end
end
assign data_out = RX_shift_reg;  
always @* begin 
  inc_sample_count    = 0;
  clr_sample_count    = 0;
  inc_bit_count       = 0;
  clr_bit_count       = 0;
  load_RX_shift_reg   = 0;
  shift               = 0;
  rx_done             = 0;
  case (state)
    IDLE: begin
      if (~rx_start) begin
        next_state        = IDLE;
      end
      else begin
        if (rx == 1'b0) begin
          next_state      = START;
        end
        else begin
          next_state      = IDLE;
        end
      end
    end
    START: begin
      if (rx == 1'b1) begin  
        clr_sample_count  = 1'b1;
        next_state        = IDLE;
      end
      else begin
        if (sample_count == 4'd7) begin
          clr_sample_count= 1'b1;
          next_state      = DATA;
        end
        else begin
          inc_sample_count = 1;
          next_state      = START;
        end
      end
    end
    DATA: begin
      if (sample_count == 4'd15) begin
        if (bit_count == 4'd8) begin 
            clr_sample_count  = 1'b1;
            clr_bit_count     = 1'b1;
            next_state  = STOP;
        end
        else begin
            shift           = 1;
            inc_bit_count   = 1;
            clr_sample_count= 1;
            next_state      = DATA;
        end
      end
      else begin
        inc_sample_count    = 1;
        next_state        = DATA;
      end
    end
    STOP: begin
      if (sample_count == 4'd15) begin
        clr_sample_count = 1;
        rx_done = 1;
        next_state = IDLE;
      end
      else begin
        inc_sample_count = 1;
        next_state = STOP;
      end
    end
    default : next_state  = IDLE;
  endcase
end
assign rx_done_tick = rx_done;  
endmodule 
module uart_sampling_tick #(
    parameter SYS_FREQ  = 50000000,
    parameter BAUD_RATE = 921600,
    parameter CLOCK     = SYS_FREQ/BAUD_RATE,
    parameter SAMPLE    = 32,
	 parameter BAUD_DVSR = (SYS_FREQ * 2 + SAMPLE * BAUD_RATE) / (2 * SAMPLE * BAUD_RATE)
) (
    input wire      clk, reset_n,
    output wire     s_tick
);
    parameter N = $clog2(BAUD_DVSR);
    reg [N-1:0] cnt_reg;
    wire [N-1:0] cnt_next;
    always @(posedge clk or negedge reset_n) begin
        if (~reset_n) begin
            cnt_reg<=0;
        end
        else cnt_reg <= cnt_next;
    end
    assign cnt_next = (cnt_reg == (BAUD_DVSR-1)) ? 0 : (cnt_reg + 1);
    assign s_tick = (cnt_reg == (BAUD_DVSR-1)) ? 1'b1 : 1'b0;
endmodule
module uart_tx #(
  parameter DATA_SIZE       = 8,
            BIT_COUNT_SIZE  = $clog2(DATA_SIZE+1)
  )  (
  input                         clk, s_tick,  
  input                         reset_n, 
  input                         tx_start,  
  input   [DATA_SIZE - 1 : 0]   data_in,  
  output wire                   tx, 
  output wire                   tx_done_tick        
);
reg [DATA_SIZE-1:0]           TX_shift_reg, TX_shift_next; 
reg [BIT_COUNT_SIZE - 1:0]    bit_count; 
reg [4:0]                     sample_count;
reg                           tx_reg;  
wire [BIT_COUNT_SIZE - 1:0]   bit_count_next;
wire [4:0]                    sample_count_next;
wire                          tx_next;
reg                       load_TX_shift_reg;
reg                       inc_bit_count;
reg                       clr_bit_count;
reg                       inc_sample_count;
reg                       clr_sample_count;
reg                       add_start_bit_tx;
reg                       add_data_bit_tx;
reg                       add_stop_bit_tx;
reg                       shift;
reg                       tx_done;
reg [1:0]                 state, next_state;
localparam [1:0] 
  IDLE      = 2'b00,
  START     = 2'b01,
  DATA      = 2'b10,
  STOP      = 2'b11;
always @(posedge clk or negedge reset_n) begin 
  if(~reset_n) begin
    state <= IDLE;
  end
  else if (s_tick) begin
    state <= next_state;
  end
end
always @(posedge clk or negedge reset_n) begin
  if (~reset_n) begin
    bit_count <= 0;
    sample_count <= 0;
    TX_shift_reg <= {(DATA_SIZE){1'b1}};
    tx_reg <= 1'b1;
  end
  else if (s_tick) begin
    bit_count <= bit_count_next;
    sample_count <= sample_count_next;
    TX_shift_reg <= TX_shift_next;
    tx_reg <= tx_next;
  end
end
assign bit_count_next = (clr_bit_count) ? 0 : (inc_bit_count) ? bit_count + 1'b1 : bit_count;
assign sample_count_next = (clr_sample_count) ? 0 : (inc_sample_count) ? sample_count + 1'b1 : sample_count;
assign tx_next = (add_start_bit_tx) ? 1'b0 : (add_data_bit_tx) ? TX_shift_reg[0] : (add_stop_bit_tx) ? 1'b1 : tx_reg;
always @* begin
  if (load_TX_shift_reg) begin
    TX_shift_next = data_in;
  end
  else if (shift) begin
    TX_shift_next = {1'b1,TX_shift_reg[DATA_SIZE-1:1]};
  end
  else begin
    TX_shift_next = TX_shift_reg;
  end
end
assign tx = tx_reg;  
always @* begin 
  inc_sample_count    = 0;
  clr_sample_count    = 0;
  inc_bit_count       = 0;
  clr_bit_count       = 0;
  load_TX_shift_reg   = 0;
  shift               = 0;
  add_start_bit_tx    = 0;
  add_data_bit_tx     = 0;
  add_stop_bit_tx     = 0;
  tx_done             = 0;
  case (state)
    IDLE: begin
      if (tx_start) begin
        load_TX_shift_reg = 1;
        next_state = START;
      end
      else begin
        next_state = IDLE;
      end
    end
    START: begin
      add_start_bit_tx = 1;
      if (sample_count == 5'd15) begin
        clr_sample_count = 1;
        inc_bit_count = 1;
        next_state = DATA;
      end
      else begin
        inc_sample_count = 1;
        next_state = START;
      end
    end
    DATA: begin
      add_data_bit_tx = 1;
      if (sample_count == 5'd15) begin
        clr_sample_count = 1;
        if (bit_count == 4'd8) begin
          clr_bit_count = 1;
          next_state = STOP;
        end
        else begin
          shift = 1;
          inc_bit_count = 1;
          next_state = DATA;
        end
      end
      else begin
        inc_sample_count = 1;
        next_state = DATA;
      end
    end
    STOP: begin
      add_stop_bit_tx = 1;
      if (sample_count == 5'd31) begin
        clr_sample_count = 1;
        tx_done = 1;
        next_state = IDLE;
      end
      else begin
        inc_sample_count = 1;
        next_state = STOP;
      end    
    end
    default : next_state = IDLE;
  endcase
end
assign tx_done_tick = tx_done;  
endmodule 
### ./run.sh
#!/bin/bash
# OpenROAD 26Q1-2900-gdf79404cd8, Yosys 0.63+post, stock flow scripts
make -C /OpenROAD-flow-scripts/flow DESIGN_CONFIG=/design/flow/config.mk WORK_HOME=/design/flow/orfs finish
==> impl_metrics.tcl <==
# place-and-route summary
set metrics [dict create \
    intPower_w 0.004346 \
    ys.flop_type "edfxtp_1" \
    start_kind "register" \
    avgSynthCellArea_um2 13.50 \
    cp_common_cell "ha_1" \
    clk_pin_slew_ps 70 \
    grt_use_met2_pct 19.52 \
    path_cells "ha_1 -> and3_1 -> ha_1 -> nand2_1 -> inv_1 -> clkdlybuf4s50_1" \
    met1_usage_pct 18.57 \
    synth-seq-area-share_pct 64.69 \
    grt_use_total_pct 12.77 \
    clkPwrFrac_pct 40.1 \
    status "complete, no violations" \
    combPwrFrac_pct 4.3 \
    top_area_share_pct 46.16 \
    synth_cell_types 56 \
    antenna_found_initial 0 \
    fin_util_pct 34.91 \
    grt.busiest_layer "met2" \
    period_used_pct 93.71 \
    antenna_left 0 \
    synthArstFlopShare_pct 32.28 \
    power-per-cell-area_nw_per_um2 595.8 \
    tool_warnings 47 \
    critPathMaxFanout 5 \
    top_area_cell "edfxtp_1" \
    rr_endpoint "uart_fifo_tx.fifo[7][4]$_DFFE_PP_" \
    grt_pass1_wl_mm 27.06 \
    ys_warn_count 6 \
    rsz0062_at_grt "false" \
    diodes 0 \
    max_freq_mhz 368.0 \
    reg_top3 "uart_fifo_rx.fifo x64, uart_fifo_tx.fifo x64" \
    avgViaCountPerCell 4.738 \
    enable_flop_cells 128 \
    power.switching_w 0.001291 \
    dp_hpwl_mm 11.03 \
    yosys_cells 617 \
    ios 18 \
    startpoint "uart_tx.sample_count[0]$_DFFE_PN0P_" \
    grt_max_degree 38 \
    drt-total-wl_mm 16.33 \
    fp-row-count 60 \
    fin_setup_tns_ps 0 \
    crit_required_ps 2320 \
    h-tree-depth 4 \
    cap_violations 0 \
    timing.final.crit_period_ps 2718 \
    cts_tree "built" \
    power_w 0.005636 \
    worst_pin_slew_ps 864.6 \
    fin_skew_ps 7.893 \
    final_cells 1019 \
    drc 0 \
    areaGrowthSynthToFinish_pct 13.61 \
    reg2regPathDepth 6 \
    initial_utilization_pct 30.72 \
    first_pass_iters 8 \
    die_area_um2 28430 \
    grt_pass1_vias 5095 \
    placed_cell_area_um2 8871 \
    slowest_stage "dfrtp_1" \
    synth_cells 617 \
    critPathKind "reg -> out" \
    grt-ovfl-total 0 \
    final_design_area_no_fill_um2 9460 \
    place_inst 986 \
    critPathMaxStageDelay_ps 400 \
    synth_flops 189 \
    yosys_area_um2 8327 \
    setup.worst_path.end_class "output pin" \
    syn_area_um2 8327 \
    drt_iter0_markers 257 \
    io_buffers 17 \
    vias 4828 \
    clockBufferDepth 2 \
    finalSetupViolations 0 \
    cts.sinks 189 \
    die_w_um 168.6 \
    seqPwrFrac_pct 55.6 \
    grtUsageMet3_pct 5.214 \
    cts-root-buf "clkbuf_16" \
    ir_worst_vdd_v 0.0003071 \
    nFillCells 2599 \
    max_slew_margin_pct 41.87 \
    slew_viol_final 0 \
    worstReg2RegStart "uart_fifo_rx.r_ptr_reg[0]$_DFFE_PN0P_" \
    crit_end "TX_status_register[2]" \
    synth.area.top_cells "edfxtp_1, dfrtp_1, ha_1" \
    gp_congestion 0.8399 \
    r2r_slack_ps 440 \
    die_h_um 168.6 \
    cts-buffers-inserted 17 \
    clock_latency_ps 430 \
    coreArea_um2 27100 \
    routedWlPerCell_um 16.03 \
    sw_frac_of_total_pct 22.90 \
    report.final.hold_viol_count 0 \
    hp-class "reg -> reg" \
    p_leak_nw 3.542 \
    arrival_ps 2140 \
    drive_gt1_share_pct 14.06 \
]
placed cells by master, fill, tap and decap left out, types with 5 or more instances in the layout:
master,n
a21o_1,5
a21oi_1,17
a221oi_1,11
a222oi_1,9
a22o_1,6
a22oi_1,8
a41oi_1,9
and2_1,6
and3_1,19
buf_4,11
clkbuf_16,17
clkdlybuf4s50_1,16
clkinv_4,5
dfrtp_1,48
dfstp_2,13
edfxtp_1,128
ha_1,36
inv_1,26
mux2_2,28
nand2_1,53
nand3_1,16
nor2_1,34
nor3_1,6
o2111a_1,5
o211ai_1,7
o21a_1,5
o21ai_0,22
o31ai_1,5
xnor2_1,10
xor2_1,9
kinds of logic after synthesis:
family / after synthesis / synth area share, %
simple gates: 156 / 8.971
compound gates: 130 / 11.78
mux: 29 / 3.907
flops: 189 / 64.69
fa+ha+maj: 36 / 5.409
xor+xnor: 19 / 1.999
buf+inv: 58 / 3.246
per-stage QoR:
step | hold WS, ps | setup WS, ps
after floorplan | 284.4 | 725.1
after global placement | 458.1 | 573.0
after detailed placement | 466.8 | 458.9
after CTS | 472.5 | 147.8
after global routing | 517.1 | 39.78
final | 471.5 | 182.5
routing by layer:
layer	vias to the layer above	share of wire, %
met1	2334	45
met4	0	0.64
met5	-	0
met3	11	7.5
met2	136	46
li1	2347	-
layout make-up:
class	instances	area (µm²)	area share, %
Clock buffer	17	425.4	4.497
Clock inverter	15	153.9	1.627
Inverter	27	101.3	1.071
Multi-Input combinational cell	370	2670	28.22
Sequential cell	189	5386	56.94
Tap cell	372	465.4	4.920
Timing Repair Buffer	29	257.7	2.725
critical path, delay by kind of cell (launching register included):
| family | cells | cell delay (ps) |
|---|---|---|
| flip-flops | 1 | 400 |
| buffers and inverters | 2 | 450 |
| AND/OR/NAND/NOR | 2 | 410 |
| adder cells (fa/ha/maj) | 2 | 440 |
what timing repair did:
item / CTS / global route
buffers inserted: 0 / 0
hold buffers: 1 / 0
resized: 0 / 0
endpoints found under the hold margin: 1 / 0
synth_stat cells, types with 10 or more instances:
cell type and count:
edfxtp_1 128, nand2_1 53, dfrtp_1 48, ha_1 36, nor2_1 34, mux2_2 28, inv_1 26, o21ai_0 22
and3_1 19, a21oi_1 17, clkbuf_1 16, nand3_1 16, dfstp_2 13, a221oi_1 11, xnor2_1 10
power by group through the flow:
stage | Sequential, W | Combinational (W) | Clock, W
after CTS | 0.00313 | 0.000248 | 0.00232
after global routing | 0.00316 | 0.000291 | 0.00243
final | 0.00313 | 0.000242 | 0.00226
worst min-delay path by stage:
| stage | start | cells past startpoint | slack [ps] | end |
|---|---|---|---|---|
| CTS | uart_fifo_tx.fifo[0][7]$_DFFE_PP_ | 2 | 470 | uart_tx.TX_shift_reg[7]$_DFFE_PN1P_ |
| global route | uart_fifo_tx.fifo[0][7]$_DFFE_PP_ | 2 | 520 | uart_tx.TX_shift_reg[7]$_DFFE_PN1P_ |
| finish | uart_fifo_tx.fifo[0][7]$_DFFE_PP_ | 2 | 470 | uart_tx.TX_shift_reg[7]$_DFFE_PN1P_ |
Power is estimated from default activity; no workload was simulated.
